[config.mk]
export PLATFORM = sky130hd
export DESIGN_NAME = saz
export DESIGN_NICKNAME = saz
export VERILOG_FILES = /design/flow/design.v
export SDC_FILE = /design/flow/constraint.sdc
export NUM_CORES = 4
export LEC_CHECK = 1
export CORE_AREA = 10 10 70 70
export DIE_AREA = 0 0 80 80
[constraint.sdc]
current_design saz

set clk_period 2.1
set clk_io_pct 0.2

create_clock -name clk0 -period $clk_period [get_ports {clk}]

set non_clock_inputs [all_inputs -no_clocks]
set_input_delay [expr $clk_period * $clk_io_pct] -clock clk0 $non_clock_inputs
set_output_delay [expr $clk_period * $clk_io_pct] -clock clk0 [all_outputs]
[design.v]
module saz(clk, key, keyVal);
	input					clk;
	input[15:0]			key;
	output[3:0]			keyVal;
	reg[3:0] 			keyVal;
	always @(posedge clk)
	begin
		case(key)
		16'b0000000000000001: keyVal = 4'b0000;
		16'b0000000000000010: keyVal = 4'b0001;
		16'b0000000000000100: keyVal = 4'b0010;
		16'b0000000000001000: keyVal = 4'b0011;
		16'b0000000000010000: keyVal = 4'b0100;
		16'b0000000000100000: keyVal = 4'b0101;
		16'b0000000001000000: keyVal = 4'b0110;
		16'b0000000010000000: keyVal = 4'b0111;
		16'b0000000100000000: keyVal = 4'b1000;
		16'b0000001000000000: keyVal = 4'b1001;
		16'b0000010000000000: keyVal = 4'b1010;
		16'b0000100000000000: keyVal = 4'b1011;
		16'b0001000000000000: keyVal = 4'b1100;
		16'b0010000000000000: keyVal = 4'b1101;
		16'b0100000000000000: keyVal = 4'b1110;
		16'b1000000000000000: keyVal = 4'b1111;
		default:;
		endcase
	end
endmodule
[run.sh]
#!/bin/bash
# OpenROAD 26Q1-2900-gdf79404cd8, Yosys 0.63+post, stock flow scripts
make -C /OpenROAD-flow-scripts/flow DESIGN_CONFIG=/design/flow/config.mk WORK_HOME=/design/flow/orfs finish
==> results.md <==
| Metric | Reported |
|---|---|
| Clk slew on worst S/H paths | 30 ps |
| WHS | 1090 ps |
| Category of the critical setup timing path | in -> reg |
| DIE AREA | 0.00640 mm^2 |
| Power density over the cells | 295 mW/mm^2 |
| Yosys cell types | 27 |
| Via count of the first global-routing pass | 700 |
| Via count of the routed design | 721 |
| Min-Delay Path Class | in -> reg |
| CTS max path bufs | 2 |
| Number of buffers created by CTS | 3 |
| Min Tclk post-route | 1960 ps |
| Area growth from synthesis to layout | 74.8% |
| Setup total negative slack | 0 ps |
| Type of element capturing the critical path | flop |
| Final core utilization | 29.8% |
| Yosys warning count | 1 |
| Diodes inserted | 0 |
| Critical Path, Cell by Cell | clkdlybuf4s50_1 -> or4_4 -> o311ai_1 -> buf_4 |
| Routed wire length per instance | 9.71 um |
| Number of hold violations in the final report | 0 |
| Number of nets with antenna violations after detailed routing | 0 |
| Core box area | 0.00342 mm^2 |
| Drt initial violations | 16 |
| Cell area after synthesis | 582 um^2 |
| Leakage Power | 0.000356 uW |
| Post-synthesis sequential element count | 4 |
| H-tree levels | 1 |
| Worst EP arrival | 1910 ps |
| Vias per Instance | 4.22 |
| Number of primary I/O pins | 21 |
| Transition time of the tightest slew-check pin | 259 ps |
| Period utilisation layout | 93.6% |
| DP HPWL | 1440 um |
| Slowest cell on crit path | sky130_fd_sc_hd__or4_4 |
| Max Cap Violations | 0 |
| Max Fclk | 509 MHz |
| Worst Setup Start Kind | primary input |
| Die boundary height | 80 um |
| GP Congestion | 0.884 |
| Finished Layout Cells | 171 |
| Initial DRT Pass Iterations | 4 |
| Total Wirelength | 1660 um |
| Slew headroom | 82.5% |
| Setup repair after global routing missed its margin | no |
| Setup violators final | 0 |
| Inst Count DP | 168 |
| IR drop worst, VDD | 110 uV |
| Std cell rows | 21 |
| Number of antenna violations at the first check in global routing | 0 |
| Pin count of the biggest net entering global routing | 11 |
| Max stage delay on crit path | 580 ps |
| Kind of cell adding the most delay to the critical path | buffers and inverters |
| Final count of pins violating max slew | 0 |
| Number of warnings the tools reported | 25 |
| GRT Util Overall | 5.09% |
| Die outline width | 80 um |
| CTS tree | done |
| Total setup buffers inserted after CTS | 0 |
| Number of buffers and inverters on the critical path | 2 |
| Sequential fraction of the synthesis area | 20.6% |
| Synth Instances | 83 |
| Post-CTS Hold Fix Bufs | 0 |
| Drt drc | 0 |
| Yosys Instances | 83 |
| Initial core utilization | 17.0% |
| Number of port buffers | 20 |
| WP data required | 2040 ps |
| Number of flip-flops under the largest register name | 4 |
| First-pass GRT wire length | 2790 um |
| Proportion of layout cells with a drive suffix above 1 | 25.6% |
| Largest fanout on the critical path | 4 |
| Synth Area per Inst | 7.01 um^2 |
| Clock root buffer master | sky130_fd_sc_hd__clkbuf_4 |
| Number of clock sinks seen by CTS | 4 |
| Run status | finished, final reports clean |
| Global route overflow | 0 |
| Post-CTS sizing | 0 |
| Total cell area reported by yosys after synthesis | 582 um^2 |
cells by family after synthesis:
kind of cell	synth area share, %
buffers and inverters	5.59
and+or+nand+nor	37.0
AOI/OAI and AO/OA	26.2
xor gates and xnor gates	10.5
DFF	20.6
layout make-up:
| cell class | count | area, um^2 |
|---|---|---|
| inverter | 2 | 7.51 |
| clock buffer | 3 | 22.5 |
| fill | 380 | 2400 |
| timing repair buffer | 44 | 380 |
| multi-input combinational | 72 | 429 |
| sequential | 4 | 120 |
| tap | 46 | 57.6 |
cells in the mapped netlist, drive strengths merged:
library cell	number	share of area, %
a32oi	1	1.5
nor4b	1	1.5
o311ai	1	1.5
edfxtp	4	21
o21ai	18	16
nand3b	1	1.3
nor2b	5	6.7
a21oi	5	4.3
inv	2	1.3
xor2	6	9.0
nor4	4	4.3
nand4b	1	1.5
xnor2	1	1.5
nand4	1	1.1
nor3	5	4.3
o31ai	1	1.3
nand3	2	1.7
nor2	8	6.9
nand2	9	5.8
or4	1	1.9
buf	5	4.3
o2111ai	1	1.5
layer usage:
layer | wire, um | vias to the layer above | track usage [%]
met5 | 0 | - | 0
met4 | 0 | 0 | 0.528
met3 | 91 | 0 | 1.36
met2 | 709 | 14 | 8.43
met1 | 858 | 312 | 6.66
li1 | - | 395 | -
placed cells by master, fill, tap and decap left out, types with 2 or more instances in the layout:
cell                               n
sky130_fd_sc_hd__nor2_1            6
sky130_fd_sc_hd__clkbuf_4          3
sky130_fd_sc_hd__nand3_1           2
sky130_fd_sc_hd__nor4_1            4
sky130_fd_sc_hd__nor3_1            5
sky130_fd_sc_hd__xor2_1            6
sky130_fd_sc_hd__nand2_1           9
sky130_fd_sc_hd__nor2b_1           4
sky130_fd_sc_hd__o21ai_1           2
sky130_fd_sc_hd__edfxtp_1          4
sky130_fd_sc_hd__inv_1             2
sky130_fd_sc_hd__a21oi_1           5
sky130_fd_sc_hd__buf_4            24
sky130_fd_sc_hd__clkdlybuf4s50_1  20
sky130_fd_sc_hd__o21ai_0          15
metrics by stage:
step | total power, uW | setup slack, ps | area [um^2]
after global placement | 207 | -98.8 | 995
after global routing | 326 | 2.06 | 1020
after detailed placement | 209 | -111 | 995
after CTS | 308 | 140 | 1020
final | 300 | 135 | 1020
after floorplan | 137 | 178 | 582
final timing paths:
check,startpoint,endpoint,slack (ps),depth (start not counted)
worst min-delay path,key[12],keyVal[0],1090,4
worst max-delay path,key[5],keyVal[1],140,4
power breakdown:
group / internal (uW) / switching, uW
Combinational: 68.2 / 52.6
Sequential: 87.1 / 0.00670
Clock: 63.7 / 28.9
Power and IR drop assume default switching activity.
