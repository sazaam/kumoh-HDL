--- design/flow/design.v ---
module BCDCounter(clk, reset, cnt_out, FND, FNDSel2, FNDSel1);
	input clk, reset;
	output[3:0] cnt_out;
	output[6:0] FND;
	output FNDSel2, FNDSel1;
	reg[6:0] FND;
	wire FNDSel1 = 1'b0, FNDSel2 = 1'b1;
	integer m = 0;
	reg clk1Hz;
	parameter 	S0 = 4'b0000,
					S1 = 4'b0001,
					S2 = 4'b0010,
					S3 = 4'b0011,
					S4 = 4'b0100,
					S5 = 4'b0101,
					S6 = 4'b0110,
					S7 = 4'b0111,
					S8 = 4'b1000,
					S9 = 4'b1001;
	reg[3:0] state = S0;
	always @(posedge (clk)) begin
		if(m>=499999) begin
			m <= 0;
			clk1Hz <= ~clk1Hz;
		end else
			m <= m+1;
	end
	always @(posedge clk1Hz or negedge reset) begin
		if(~reset)
			state <= S0 ;
		else
			case (state)
				S0: state <= S1;
				S1: state <= S2;
				S2: state <= S3;
				S3: state <= S4;
				S4: state <= S5;
				S5: state <= S6;
				S6: state <= S7;
				S7: state <= S8;
				S8: state <= S9;
				default: state <= S0;
			endcase
	end
	always @(state) begin
		case(state)
			S0 : FND = 7'b1111110;
			S1 : FND = 7'b0110000;
			S2 : FND = 7'b1101101;
			S3 : FND = 7'b1111001;
         S4 : FND = 7'b0110011;
         S5 : FND = 7'b1011011;
         S6 : FND = 7'b1011111;
         S7 : FND = 7'b1110000;
         S8 : FND = 7'b1111111;
         S9 : FND = 7'b1110011;
		endcase
	end
	assign cnt_out = state;
endmodule
--- design/flow/run.sh ---
#!/bin/bash
# OpenROAD 26Q1-2900-gdf79404cd8, Yosys 0.63+post, stock flow scripts
make -C /OpenROAD-flow-scripts/flow DESIGN_CONFIG=/design/flow/config.mk WORK_HOME=/design/flow/orfs finish
--- design/flow/config.mk ---
export PLATFORM = sky130hd
export DESIGN_NAME = BCDCounter
export DESIGN_NICKNAME = BCDCounter
export VERILOG_FILES = /design/flow/design.v
export SDC_FILE = /design/flow/constraint.sdc
export NUM_CORES = 4
export LEC_CHECK = 1
export CORE_UTILIZATION = 40
--- design/flow/constraint.sdc ---
current_design BCDCounter

set clk_period 6.4
set clk_io_pct 0.2

create_clock -name clk0 -period $clk_period [get_ports {clk}]

set non_clock_inputs [all_inputs -no_clocks]
set_input_delay [expr $clk_period * $clk_io_pct] -clock clk0 $non_clock_inputs
set_output_delay [expr $clk_period * $clk_io_pct] -clock clk0 [all_outputs]
==> out/results.ini <==
[power]
power_leakage_nw=0.954
ir_drop_v=0.000100
powerDensity_nw_per_um2=155

[setup_path]
cp.arrival_ns=2.36
crit_path_end_kind=flip-flop
worst_ep_required_time_ns=6.41
cp-startpoint=m[0]$_SDFF_PP0_
r2r-start=m[0]$_SDFF_PP0_
critPathLaunchType=flip-flop
critPathKind=flip-flop to flip-flop
crit_path_max_fanout=16

[routing]
wire_per_inst_um=13.6
routed_wl_mm=4.46
ant_nets=0
vias=1861
drc=0
diodes=0
drt_iter0_markers=69
viasPerCell=5.66
first_pass_iters=4

[logic_synthesis]
ys_types=54
synthCells=256
yosys-stat-cells=256
yosys-stat-area_sq_um=2280
ys_warn_count=1
synth_flops=44
avgSynthCellArea_sq_um=8.90
async_flop_share=0.0909
synth_top_flop_cell=dfxtp_1
netlist_area_sq_um=2280
synth-edff-count=1

[floorplan]
fp_util=0.414
rows=27
die_w_um=77.5
die_height_um=77.5
dieArea_sq_um=6000
ios=15
core_sq_um=5510

[sta]
clock_skew_ns=0.00616
final-setup-viol-count=0
max_freq_mhz=426
final.setup.tns_ns=0
maxSlewHeadroom=0.457
period_minus_slack_ns=2.34
hold_viol_final=0
finalClockPeriodUsage=0.366
untimed_endpoints=22
unclocked_pins=11
drv_slew=0
worst_pin_slew_ns=0.814
rsz0062_at_grt=false

[clock_tree]
cts_tree=yes
clk_pin_slew_worst_paths_ns=0.08
cts-root-buf=clkbuf_8
clkLatencyLatePin_ns=0.29
cts_setup_buffers=0
cts_buffer_depth=2
htreeDepth=2
cts_resized=0
numCtsBuffers=5
hold_buffers=0

[global_route]
overflow=0
grt_max_degree=21
track_usage=0.156
first_global_vias=1587
antenna_found_initial=0
grt_pass1_wl_mm=7.55

[placement]
portBuffers=12
place_area_sq_um=2400
dp_hpwl_mm=3.06
globalplace.congestion=0.811

[job]
maxCapViolCount=0
warnings=29

[worst_hold_path]
hp-class=flip-flop to flip-flop
hp-start=m[0]$_SDFF_PP0_

[cells_and_area]
design_area_sq_um=2510
drive_above_1_share=0.113
combGateArea_sq_um=1280
syn_to_final_growth_pct=10.4
fill_cells=529
seqCellArea_sq_um=876

[status]
status=complete, no violations

cells in the final DEF, fill, tap and decap left out, drive strengths merged, types with 2 or more instances in the layout:
cell / count
o21ai: 12
o41ai: 3
nand4b: 2
nand2: 13
dfxtp: 32
dlxtn: 7
nor3: 18
nor2: 9
a211oi: 15
nand3b: 3
nor3b: 3
buf: 3
or3: 6
xnor2: 6
nand4: 15
and3: 8
conb: 2
xor2: 6
clkbuf: 6
ha: 6
and4: 5
clkdlybuf4s50: 12
nor4: 6
o31ai: 8
and2: 2
nand3: 10
inv: 5
a21oi: 6
or4: 8
dfrtp: 4
layer usage:
| layer | GRT usage | wire length [um] |
|---|---|---|
| met3 | 0.0215 | 168 |
| met5 | 0 | 0 |
| met4 | 0.0151 | 35 |
| met1 | 0.245 | 2300 |
| met2 | 0.242 | 1960 |
Yosys cell counts, drive strengths merged, types with 2 or more instances:
cell	n	area, sq um
nor3	18	90.1
nand2	13	56.3
nand3b	3	22.5
a211oi	15	143
o31ai	8	60.1
dfrtp	4	100
or3	6	37.5
o21ai	12	60.1
conb	2	7.51
and4	5	46.3
clkbuf	11	41.3
xor2	6	52.6
nand4b	2	17.5
xnor2	6	52.6
o41ai	3	26.3
ha	6	75.1
nor4	6	37.5
or4	8	67.6
and3	8	57.6
inv	5	18.8
dfxtp	32	641
nor2	9	33.8
dlxtn	7	105
and2	2	13.8
nand4	15	93.8
buf	11	73.8
a21oi	6	30.0
nor3b	3	22.5
nand3	10	62.6
flip-flops by register name, summed over array words and instances, names as in the netlist:
register  flops
state         4
m            32
clk1Hz        1
FND           7
critical path: stages, from the launching register on:
cell     delay (ns)
dfxtp_1        0.35
ha_1           0.22
nand4_1        0.10
a211o_1        0.28
a21oi_2        0.63
buf_4          0.35
or2_2          0.14
metrics by stage:
stage	cells	util	power, mW	hold WS, ns	worst slack (ns)
floorplan	256	-	0.212	0.423	4.66
global placement	321	0.437	0.212	0.435	4.05
detailed placement	321	0.437	0.212	0.438	4.05
CTS	329	0.457	0.394	0.450	4.03
global route	329	0.457	0.404	0.477	3.92
finish	329	0.457	0.389	0.445	4.06
cell families (layout without fill, tap and decap cells):
group / count (synthesis) / count (layout) / synth area share
AND-OR/OR-AND: 52 / 52 / 0.168
AND/OR/NAND/NOR: 112 / 112 / 0.302
multiplexers: 1 / 1 / 0.00440
XOR/XNOR: 12 / 12 / 0.0462
flip-flops: 37 / 37 / 0.338
latches: 7 / 7 / 0.0462
adder cells (fa/ha/maj): 6 / 6 / 0.0330
buffers and inverters: 27 / 28 / 0.0588
other: 2 / 2 / 0.00330
report_power, final:
| group | switching (mW) | leakage [nW] | total, mW | internal (mW) |
|---|---|---|---|---|
| registers | 0 | 0.378 | 0.206 | 0.206 |
| clock network | 0.0814 | 0.0525 | 0.182 | 0.101 |
| logic | 0.000453 | 0.524 | 0.000996 | 0.000543 |
worst paths after layout:
| check | cells past startpoint | slack, ns | to |
|---|---|---|---|
| setup / recovery | 6 | 4.06 | clk1Hz$_DFFE_PP_ |
| hold / removal | 1 | 0.44 | m[0]$_SDFF_PP0_ |
| setup reg to reg | 6 | 4.06 | clk1Hz$_DFFE_PP_ |
| hold reg to reg | 1 | 0.44 | m[0]$_SDFF_PP0_ |
layout make-up:
class,count,area share
inverters,5,0.00746
clock inverters,2,0.00647
flip-flops and latches,44,0.348
multi-input cells,185,0.508
clock buffers,6,0.0373
repair buffers,15,0.0567
well taps,72,0.0358
Power and IR drop assume default switching activity.
