==> design/flow/design.v <==
module TrafficLightController(clk, standby, test, 
	G1Y1, R1G2, Y2R2, 
	G1en, Y1en, R1en,
	G2en, Y2en, R2en) ;
	input 		clk, standby, test ;
	output[6:0] G1Y1, R1G2, Y2R2 ;
	output 		G1en, Y1en, R1en,
					G2en, Y2en, R2en ;
	reg[6:0]		G1Y1, R1G2, Y2R2 ;
	reg	 		G1en, Y1en, R1en,
					G2en, Y2en, R2en ;
	parameter	YY=3'b000, RY=3'b001, GR=3'b010, YR=3'b011, RG=3'b100 ;
	reg[2:0]		state=YY ;
	reg 			clk1Hz, clk100Hz ;
	integer 		cnt1Hz, cnt100Hz ;
	parameter 	RGTime=10, RYTime=3, GRTime=15, YRTime=3, TESTTime = 2 ;
	integer 		TimeCnt, onTime ;
	reg[6:0]		G1=7'b0000000, Y1=7'b0000000, R1=7'b0000000 ;
	reg[6:0]		G2=7'b0000000, Y2=7'b0000000, R2=7'b0000000 ;
	always @(posedge clk) begin
		if(cnt1Hz >= 499999) begin
			cnt1Hz <= 0 ;
			clk1Hz <= ~clk1Hz ;
		end else
			cnt1Hz <= cnt1Hz + 1 ;
		if(cnt100Hz >= 4999) begin
			cnt100Hz <= 0 ;
			clk100Hz <= ~clk100Hz ;
		end else
			cnt100Hz <= cnt100Hz + 1 ;
	end
	always @(posedge clk1Hz or posedge standby) begin
		if(standby) begin  
			TimeCnt <= 0 ;
			onTime <= 0 ;
			state <= YY ;
		end else
			case(state)
				RY:begin
					onTime <= test ? TESTTime : RYTime ;
					TimeCnt <= TimeCnt + 1 ;
					if(TimeCnt >= onTime - 1) begin
						TimeCnt <= 0 ;
						state <= GR ;
					end
				end
				GR:begin
					onTime <= test ? TESTTime : GRTime ;
					TimeCnt <= TimeCnt + 1 ;
					if(TimeCnt >= onTime - 1) begin
						TimeCnt <= 0 ;
						state <= YR ;
					end
				end
				YR: begin
					onTime <= test ? TESTTime : YRTime ;
					TimeCnt <= TimeCnt + 1 ;
					if(TimeCnt >= onTime - 1) begin
						TimeCnt <= 0 ;
						state <= RG ;
					end
				end
				default:begin
					state = RG ;
					onTime <= test ? TESTTime : RGTime ;
					TimeCnt <= TimeCnt + 1 ;
					if(TimeCnt >= onTime - 1) begin
						TimeCnt <= 0 ;
						state <= RY ;
					end
				end
			endcase
	end
	always @(state) begin
		case(state)
			RY:begin
				R1 <= 7'b1111110 ; Y1 <= 7'b0000000 ; G1 <= 7'b0000000 ;
				R2 <= 7'b0000000 ; Y2 <= 7'b1111110 ; G2 <= 7'b0000000 ;
			end
			GR:begin
				R1 <= 7'b0000000 ; Y1 <= 7'b0000000 ; G1 <= 7'b1111110 ;
				R2 <= 7'b1111110 ; Y2 <= 7'b0000000 ; G2 <= 7'b0000000 ;
			end
			YR:begin
				R1 <= 7'b0000000 ; Y1 <= 7'b1111110 ; G1 <= 7'b0000000 ;
				R2 <= 7'b1111110 ; Y2 <= 7'b0000000 ; G2 <= 7'b0000000 ;
			end
			RG:begin
				R1 <= 7'b1111110 ; Y1 <= 7'b0000000 ; G1 <= 7'b0000000 ;
				R2 <= 7'b0000000 ; Y2 <= 7'b0000000 ; G2 <= 7'b1111110 ;
			end
			default: begin
				R1 <= 7'b0000000 ; Y1 <= 7'b1111110 ; G1 <= 7'b0000000 ;
				R2 <= 7'b0000000 ; Y2 <= 7'b1111110 ; G2 <= 7'b0000000 ;
			end
		endcase
	end
	always @(clk100Hz or G1, Y1, R1, G2, Y2, R2) begin
		if(clk100Hz) begin
			G1en <= 1'b0 ; Y1en <= 1'b1 ; R1en <= 1'b0 ;
			G2en <= 1'b1 ; Y2en <= 1'b0 ; R2en <= 1'b1 ;
			G1Y1 <= G1 ;
			R1G2 <= R1 ;
			Y2R2 <= Y2 ;
		end else begin
			G1en <= 1'b1 ; Y1en <= 1'b0 ; R1en <= 1'b1 ;
			G2en <= 1'b0 ; Y2en <= 1'b1 ; R2en <= 1'b0 ;
			G1Y1 <= Y1 ;
			R1G2 <= G2 ;
			Y2R2 <= R2 ;
		end
	end
endmodule
==> design/flow/run.sh <==
#!/bin/bash
# OpenROAD 26Q1-2900-gdf79404cd8, Yosys 0.63+post, stock flow scripts
make -C /OpenROAD-flow-scripts/flow DESIGN_CONFIG=/design/flow/config.mk WORK_HOME=/design/flow/orfs finish
==> design/flow/config.mk <==
export PLATFORM = sky130hd
export DESIGN_NAME = TrafficLightController
export DESIGN_NICKNAME = TrafficLightController
export VERILOG_FILES = /design/flow/design.v
export SDC_FILE = /design/flow/constraint.sdc
export NUM_CORES = 4
export LEC_CHECK = 1
export CORE_UTILIZATION = 40
==> design/flow/constraint.sdc <==
current_design TrafficLightController

set clk_period 4.8
set clk_io_pct 0.2

create_clock -name clk0 -period $clk_period [get_ports {clk}]

set non_clock_inputs [all_inputs -no_clocks]
set_input_delay [expr $clk_period * $clk_io_pct] -clock clk0 $non_clock_inputs
set_output_delay [expr $clk_period * $clk_io_pct] -clock clk0 [all_outputs]
==> results_slide.txt <==
Physical Implementation Snapshot

Routing
  • Final wirelength: approximately 9600 microns
  • Antenna cell count: 0
  • Total number of vias: approximately 4100
  • Vias per cell: 4.92
  • Detailed Routing Iterations Pass 1: 4
  • Wire length per cell: ~11 microns
  • DRT antenna net count: 0
  • Initial drt markers: 171
  • DRC Markers: 0

Clock network
  • Clk Latency, worst-skew pair: about 0.33 ns
  • Hold buffers post-CTS: 0
  • Clk slew on worst S/H paths: around 0.050 ns
  • CTS HTree Levels: 3
  • CTS tree: yes
  • Post-CTS setup buffers: 0
  • Inserted Clock Buffers: 9
  • Post_cts resized: 0
  • CTS max path bufs: 2
  • CTS Root Cell: clkbuf_16

Global routing
  • Vias in the first global route: 3785
  • GR Overflow Total: 0
  • Initial antenna violation count: 0
  • All-Layer GR Usage: 0.140
  • Wire length of the first global-routing pass: ~17000 microns
  • Largest net degree at the start of global routing: roughly 45

Pwr
  • Pwr Density: approximately 180 mW/mm^2
  • Peak supply drop: ~0.00020 V
  • Leakage: between 2 and 3 nW

Final timing
  • Slew Limit Headroom: 0.363
  • Setup violations, final: 0
  • Setup TNS: 0 ns
  • Final Cycle Share: 0.628
  • Hold Vio Cnt, Final: 0
  • Fmax: between 0.3 and 0.4 GHz
  • Number of unconstrained endpoints: between 40 and 50
  • Final Critical Period: approximately 3.0 ns
  • RSZ-0062 raised after global routing: no
  • Slew @ Worst Pin: roughly 0.94 ns
  • Slew Viols, Final: 0
  • Register pins left without a clock: approximately 43
  • Setup Skew: about 0.0031 ns

Synth
  • Yosys chip area: between 0.005 and 0.006 sq mm
  • Mapped Cells: 638
  • Yosys cell count: 638
  • Synth Register Bits: around 110
  • Synth cell types: 50
  • Cell area leaders: dfxtp_1, dfrtp_1, nor2_1, ha_1, xor2_1
  • Mean Syn Cell Area: about 9.0 sq um
  • Sequential share of the synthesized area: 0.423
  • Cell area after synthesis: around 0.0057 sq mm
  • Area share, top type: 0.224
  • Synth async-reset ratio: 0.394
  • EDFF count, synth: 2
  • Cell type with the largest total area: dfxtp_1
  • Commonest flop: dfxtp_1
  • Yosys Warn Count: 1

Finish
  • Share of layout cells above drive strength 1: 0.0474
  • Most numerous logic cell after layout: nor2_1
  • Area of the multi-input gates: around 0.003 sq mm
  • Top Layout Cells: nor2_1, dfxtp_1, xor2_1, xnor2_1
  • Area Growth Syn to Fin: 10.4%
  • Reg area: 0.00242 sq mm
  • Core Util, Final: 0.453
  • Number of fillers in the final layout: ~1300

Placement
  • Routability Congestion: slightly above 0.8
  • Port Buf Inserts: 26
  • Hpwl dp: slightly below 7000 microns

Setup path
  • Crit path kind: register to output pin
  • WP data arrival: around 2.1 ns
  • Crit path required time: approximately 3.8 ns
  • Crit path max fanout: 8
  • Worst setup EP type: output pin
  • Worst setup SP type: register

Run
  • Tally of OpenROAD warnings: 25
  • Max Cap Violations: 0

Floorplanning
  • Area of the core: 0.0139 sq mm
  • I/O pins: 30
  • Die X: ~120 microns
  • Init Core Util: 0.410
  • Row count: between 40 and 50
  • DIE AREA: 0.0148 sq mm
  • Die Ht: roughly 120 microns

Run status
  • Outcome: finished, final reports clean

Hold path
  • Hold Path Class: register to register
[synthesized netlist by cell type, types with 3 or more instances]
cell type,count
nor2_1,129
dfxtp_1,64
xor2_1,48
xnor2_1,43
dfrtp_1,42
nand2_1,42
ha_1,36
nand3_1,35
nand4_1,27
and3_1,25
buf_4,22
a21oi_1,19
inv_1,16
nor3_1,14
clkbuf_1,11
nor4_1,9
o21ai_0,7
nor2b_1,5
and4_1,4
a21o_1,3
[power breakdown]
| group | total, mW | internal [mW] | switching, mW |
|---|---|---|---|
| registers | 0.551 | 0.551 | 0 |
| logic | 0.0101 | 0.00230 | 0.00783 |
| clock network | 0.582 | 0.361 | 0.221 |
[sequential cells by signal, indices dropped and copies added (netlist names), named ones only]
signal and cells:
cnt1Hz 32, clk100Hz 1, TimeCnt 32, onTime 5, cnt100Hz 32, clk1Hz 1
state 3
[through the flow]
step                hold WS [ns]  std cells  setup WS (ns)  instance area, sq um  power (mW)
floorplan                  0.418        641           2.71                  5730       0.570
global placement           0.430        818           2.18                  6040       0.573
detailed placement         0.442        818           2.11                  6040       0.573
CTS                        0.450        834           1.76                  6310        1.15
global route               0.478        834           1.66                  6310        1.18
finish                     0.447        834           1.79                  6310        1.14
[critical path, stage by stage (launching register included)]
cell	delay, ns
edfxtp_1	0.45
o21ai_0	0.12
a221oi_1	0.56
clkdlybuf4s50_1	0.58
[final cells by class]
class,instances,area share
timing repair buffer,32,0.0484
clock buffer,13,0.0397
sequential,109,0.383
multi-input combinational,481,0.481
tap,180,0.0357
clock inverter,3,0.00238
inverter,16,0.00952
[metal layers]
metal,routed length (microns),vias to the layer above,GRT usage,share of wire
met2,4150,21,0.214,0.43
li1,-,2174,-,-
met4,169,0,0.0201,0.018
met5,0,-,0,0
met1,5110,1894,0.224,0.53
met3,142,13,0.0134,0.015
[final timing paths]
kind	from	end	slack (ns)	cells after the start
min	cnt100Hz[0]$_SDFF_PP0_	cnt100Hz[0]$_SDFF_PP0_	0.45	1
max reg2reg	cnt1Hz[0]$_SDFF_PP0_	clk1Hz$_DFFE_PP_	2.36	7
max	clk100Hz$_DFFE_PP_	Y2R2[4]	1.79	3
min reg2reg	cnt100Hz[0]$_SDFF_PP0_	cnt100Hz[0]$_SDFF_PP0_	0.45	1
[cell families after synthesis]
logic type	after synthesis	synth area share
fa+ha+maj	36	0.0788
simple gates	305	0.257
compound gates	43	0.0471
flops	109	0.423
mux	2	0.00372
other cells	1	0.000656
xor+xnor	91	0.139
buf+inv	51	0.0495
No activity file was given, so power comes from the tool's default toggle rates.
